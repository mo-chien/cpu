==> /design/flow/config.mk <==
export PLATFORM = sky130hd
export DESIGN_NAME = IDU
export DESIGN_NICKNAME = IDU
export VERILOG_FILES = /design/flow/design.v
export SDC_FILE = /design/flow/constraint.sdc
export NUM_CORES = 4
export LEC_CHECK = 1
export CORE_UTILIZATION = 50
==> /design/flow/constraint.sdc <==
current_design IDU

set clk_period 44.6
set clk_io_pct 0.2

create_clock -name clk0 -period $clk_period [get_ports {clk}]

set non_clock_inputs [all_inputs -no_clocks]
set_input_delay [expr $clk_period * $clk_io_pct] -clock clk0 $non_clock_inputs
set_output_delay [expr $clk_period * $clk_io_pct] -clock clk0 [all_outputs]
==> /design/flow/run.sh <==
#!/bin/bash
# OpenROAD 26Q1-2900-gdf79404cd8, Yosys 0.63+post, stock flow scripts
make -C /OpenROAD-flow-scripts/flow DESIGN_CONFIG=/design/flow/config.mk WORK_HOME=/design/flow/orfs finish
==> /design/flow/design.v <==
`timescale 1ns / 1ps
module registers(
    clk,
	rst_n,
	W_en,
	Rs1,
	Rs2,
	Rd,
	Wr_data,
	Rd_data1,
	Rd_data2
    );
    input clk;
	input W_en;
	input rst_n;
	input [4:0]Rs1;
	input [4:0]Rs2;
	input [4:0]Rd;
	input [31:0]Wr_data;
	output [31:0]Rd_data1;
	output [31:0]Rd_data2;
	reg [31:0] regs [31:0];
	always@(posedge clk )
		begin
			if(W_en & (Rd!=0))
			regs[Rd] <= Wr_data;	
		end
	assign Rd_data1=(Rs1==5'd0)?32'd0: regs[Rs1];
	assign Rd_data2=(Rs2==5'd0)?32'd0: regs[Rs2]; 
endmodule
`timescale 1ns / 1ps
module decode(
    input [31:0]instr,
	output [2:0]func3,
	output func7,
	output [4:0]Rs1,
	output [4:0]Rs2,
	output [4:0]Rd,
	output [31:0]imme,
    output I_type ,
	output L_type,
	output S_type,
	output R_type,
	output JAL_instr,
	output JALR_instr,
	output LUI_instr,
	output AUIPC_instr,
	output B_type
    );
	wire [31:0]I_imme;
	wire [31:0]U_imme;
	wire [31:0]J_imme;
	wire [31:0]B_imme;
	wire [31:0]S_imme;
	assign func3=instr[14:12];
	assign func7=instr[30];
	assign Rd =instr[11:7];
	assign I_type     = instr[6:0]==7'b0010011                               ;
	assign L_type     = instr[6:0]==7'b0000011                               ;
	assign S_type     = instr[6:0]==7'b0100011   							  ;
	assign R_type     = instr[6:0]==7'b0110011   							  ;
	assign JAL_instr  = instr[6:0]==7'b1101111 							  ;
	assign JALR_instr = instr[6:0]==7'b1100111 							  ;
	assign LUI_instr  = instr[6:0]==7'b0110111                             ;
	assign AUIPC_instr= instr[6:0]==7'b0010111                           ;
	assign B_type     = instr[6:0]==7'b1100011   							  ;
	assign Rs1=(I_type|L_type|S_type|R_type|JALR_instr|B_type)? instr[19:15] : 0;
	assign Rs2=(S_type|R_type|B_type)?instr[24:20]:0;
	assign I_imme={{20{instr[31]}},instr[31:20]}; 
	assign U_imme={instr[31:12],{12{1'b0}}};
	assign J_imme={{12{instr[31]}},instr[19:12],instr[20],instr[30:21],1'b0};   
	assign B_imme={{20{instr[31]}},instr[7],instr[30:25],instr[11:8],1'b0};
	assign S_imme={{20{instr[31]}},instr[31:25],instr[11:7]}; 
	assign imme= (I_type|L_type|JALR_instr)?I_imme :
				 (LUI_instr|AUIPC_instr)?U_imme :
				 JAL_instr?J_imme :
				 B_type?B_imme :
				 S_type?S_imme : 32'd0;
endmodule
module IDU (
    input clk ,
    input rst_n,
    input W_en,
    input [4:0] registers_Rd                       ,
    input [32-1:0] Wr_data                 ,
    input [32-1:0] instr                   ,
    input [32-1:0] PC_now                  ,
    input                  WBR_pipe_ready_go       ,
    output [32-1:0] PC_add_imme,
    output [2:0]func3,
    output      func7 ,
    output [4:0]Rd,
    output [31:0]imme,
    output I_type                               ,
    output L_type                               ,
    output S_type                               ,
    output R_type                               ,
    output JAL_instr                            ,
    output JALR_instr                           ,
    output LUI_instr                            ,
    output AUIPC_instr                          ,
    output B_type                               ,
    output [4:0] Rs1                            ,
    output [4:0] Rs2                            ,
	output [32-1:0] regs_rs1_data       ,
	output [32-1:0] regs_rs2_data       , 
    output pipe_ready_go
);
decode u_decode(
    .instr       ( instr       ),
    .func3       ( func3       ),
    .func7       ( func7       ),
    .Rs1         ( Rs1         ),
    .Rs2         ( Rs2         ),
    .Rd          ( Rd          ),
    .imme        ( imme        ), 
    .I_type      ( I_type      ),
    .L_type      ( L_type      ),
    .S_type      ( S_type      ),
    .R_type      ( R_type      ),
    .JAL_instr   ( JAL_instr   ),
    .JALR_instr  ( JALR_instr  ),
    .LUI_instr   ( LUI_instr   ),
    .AUIPC_instr ( AUIPC_instr ),
    .B_type      ( B_type      )
);
registers u_registers(
    .clk      ( clk      ),
    .W_en     ( W_en     ),
    .rst_n     ( rst_n     ),
    .Rs1      ( Rs1      ),
    .Rs2      ( Rs2      ),
    .Rd       ( registers_Rd       ),
    .Wr_data  ( Wr_data  ),
    .Rd_data1 ( regs_rs1_data ),
    .Rd_data2  ( regs_rs2_data )
);
assign PC_add_imme = PC_now + imme;  
assign pipe_ready_go = WBR_pipe_ready_go ; 
endmodule  
==> results.cfg <==
; generated from flow reports
[setup_path]
cp_slowest_stage_delay_ns = 0.84
cp.arrival_ns = 14.90
crit_buf_inv = 6
crit_family = buffers and inverters
crit_type = in -> out
cp_cell_sequence = clkdlybuf4s50_1, or2_1, a21oi_4, buf_4, buf_12, nand2_8, inv_8, nand2_2, buf_4, o221ai_1, a32oi_1, nor3_1, clkdlybuf4s50_1
cp_max_fo = 76
critPathCaptureType = output pin
crit_start = instr[2]
crit_path_start_kind = primary input
critPathRequiredTime_ns = 35.68
cpMaxStageDelayCell = nor3_1
crit_end = regs_rs1_data[1]
critical_path_depth = 13

[cts]
cts.clk_slew.worst_paths_ns = 0.06
cts_max_path_buffers = 3
root_buffer = clkbuf_16
ctsHtreeMaxLevel = 3
cts_setup_buffers = 0
holdBufCountCts = 0
cts_buffers = 108
clock_sinks = 1024
post_cts_resized = 0
cts_tree = built

[cells_and_area]
drive_gt1_share_pct = 12.25
fin_util_pct = 58.46
reg_top3 = u_registers.regs (1024)
fillers = 8088
synthToLayoutAreaGrowth_pct = 15.33
fin_area_mm2 = 0.05982
largest_register_ff_count = 1024
top_register = u_registers.regs
post_layout_nonfiller_instances = 6164

[sta]
setup_violations = 0
tightest_slew_ns = 0.9717
timing.final.max_slew_violations = 0
fin_setup_tns_ns = 0
slew_headroom_pct = 34.72
fin_crit_ns = 23.82
hold_violations = 0
fin_crit_sh_pct = 53.41
rsz0062_at_grt = false
max_freq_ghz = 0.04198

[synthesis]
area_leaders = edfxtp_1 (59%), nand2_1 (6.1%), a21oi_1 (4.7%)
ys_ff = 1024
synth_xor_xnor_area_share_pct = 0.4390
ys_sh_adder_pct = 0.7864
ys_cells = 4516
yosysMostFrequentCell = edfxtp_1
yosysTopAreaCell = edfxtp_1
synthCells = 4516
yosys-stat-area_mm2 = 0.05187
topCombFamilyByArea = AND-OR/OR-AND gates
avgSynthCellArea_um2 = 11.49
synthDominantCellAreaShare_pct = 59.28
edf_count = 1024
mux_share_pct = 9.246
yosys.area_share.aoi_pct = 16.09
synth-simple-area-share_pct = 10.94
yosysWarnings = 1
syn_area_mm2 = 0.05187
synthArstFlopShare_pct = 0
synth-seq-area-share_pct = 59.28
synthFlopType = edfxtp_1
synthTopCellsByCount = edfxtp_1 (1024), nand2_1 (844), a21oi_1 (484)
post_synth_num_cell_types = 64

[floorplan]
core.rowCount = 117
chipArea_mm2 = 0.1050
fp.dieH_um = 324.1
fp_util_pct = 50.69
core_mm2 = 0.1023
io-pin-count = 262
die_w_um = 324.1

[hold_path]
hp-class = in -> reg

[placement]
placement.io_buffers = 258
dp_hpwl_um = 109400
dp.cells = 5966
place.gp.congestion = 0.9225
placed_area_mm2 = 0.05648

[drt]
totalWireLength_um = 200200
wl_per_cell_um = 32.48
drtIter0Drc = 3324
drtPass1Iterations = 8
antenna_left = 0
vias = 41200
viasPerCell = 6.683
drcViolationCount = 0

[pwr]
ir_drop_uv = 33.07
powerDensity_mw_per_mm2 = 34.93
p_leak_nw = 20.26

[grt]
grt_pass1_vias = 42240
antenna_found_initial = 5
grt_max_degree = 97
grt_pass1_wl_um = 283700
grtUsageTotal_pct = 42.14
overflow = 0

[run]
cap_violations = 0
warnings = 27

[run_status]
status = completed
==> through the flow <==
| stage | total power [mW] | hold WS [ns] | setup WS [ns] |
|---|---|---|---|
| floorplan | 1.166 | 9.019 | 23.35 |
| global placement | 1.239 | 9.740 | 21.05 |
| finish | 2.089 | 9.027 | 20.78 |
| detailed placement | 1.240 | 9.743 | 21.07 |
| global route | 2.143 | 9.053 | 20.63 |
| CTS | 2.091 | 9.008 | 21.06 |
==> layer usage <==
metal / global-route usage, % / vias up / wire, µm
li1: - / 17680 / -
met1: 50.23 / 19480 / 63350
met2: 55.65 / 3469 / 83690
met3: 35.82 / 561 / 41790
met4: 17.78 / 10 / 11230
met5: 1.852 / - / 134
==> kinds of logic after synthesis <==
group / count (synthesis)
buf+inv: 403
other cells: 1
simple gates: 1324
compound gates: 1345
fa+ha+maj: 32
mux: 361
flops: 1024
xor+xnor: 26
==> final cells by class <==
cell class / instances / area [µm²] / area share (%)
Clock buffer: 131 / 2831 / 4.733
Antenna cell: 3 / 7.507 / 0.01255
Sequential cell: 1024 / 30750 / 51.40
Multi-Input combinational cell: 3120 / 19950 / 33.36
Timing Repair Buffer: 432 / 3948 / 6.599
Clock inverter: 64 / 503.0 / 0.8408
Inverter: 22 / 115.1 / 0.1924
Tap cell: 1368 / 1712 / 2.861
==> worst min-delay path by stage <==
stage                       start                  endpoint  slack (ns)  cells past startpoint
after global routing  Wr_data[22]  u_registers.regs[25][22]        9.05                      2
final                 Wr_data[13]  u_registers.regs[22][13]        9.03                      2
after CTS             Wr_data[13]  u_registers.regs[21][13]        9.01                      2
==> cells in the final DEF, fill, tap and decap left out, types with 26 or more instances in the layout <==
cell type and count:
a21o_1 43, a21oi_1 484, a221o_1 51, a221oi_1 37, a222oi_1 38, a22o_1 27
a31oi_1 82, and3_1 60, buf_4 170, clkbuf_16 110, clkdlybuf4s50_1 255, clkinv_1 27
conb_1 32, edfxtp_1 1024, ha_1 31, mux2_2 105, mux2i_1 172, mux4_2 84
nand2_1 833, nand3_1 185, nor2_1 69, nor2_4 34, nor2b_1 73, nor3_1 26
o21ai_0 283, o21ai_1 49, o221ai_1 58, o22ai_1 65, o32ai_1 31
==> power by group <==
part,internal (mW),total (mW),leakage (nW),switching [mW]
Clock,0.489,0.866,1.62,0.377
Combinational,0.0541,0.144,9.39,0.0899
Sequential,1.07,1.08,9.25,0.00634
Total,1.62,2.09,20.3,0.473
Power is estimated from default activity; no workload was simulated.

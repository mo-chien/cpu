`design/flow/config.mk`:
```
export PLATFORM = sky130hd
export DESIGN_NAME = dataRAM
export DESIGN_NICKNAME = dataRAM
export VERILOG_FILES = /design/flow/design.v
export SDC_FILE = /design/flow/constraint.sdc
export NUM_CORES = 4
export LEC_CHECK = 1
export CORE_UTILIZATION = 30
export SYNTH_MEMORY_MAX_BITS = 65536
```
`design/flow/design.v`:
```
`timescale 1ns / 1ps
module dataRAM(
    clk,
	W_en,
    R_en,
	Wr_addr,
    Read_addr,
    din,
	dout
    );
    localparam  MEMDEPTH = 1<< 8;
    input clk;
	input W_en;
    input R_en;
	input [8-1:0]Wr_addr;
    input [8-1:0]Read_addr;
	input [32-1:0]din;
	output [32-1:0]dout;
    reg [32 - 1 : 0] ram [ MEMDEPTH - 1 : 0];
  always @(posedge clk ) begin
        if (W_en)
            ram[Wr_addr] <= din;
  end
  reg R_en_reg;
  reg [8-1:0] read_addr_regs;
  always @(posedge clk ) begin
        read_addr_regs<=Read_addr;
        R_en_reg<=R_en;
  end
  assign dout = R_en_reg ? ram[read_addr_regs] : 32'd0;
endmodule
```
`design/flow/run.sh`:
```
#!/bin/bash
# OpenROAD 26Q1-2900-gdf79404cd8, Yosys 0.63+post, stock flow scripts
make -C /OpenROAD-flow-scripts/flow DESIGN_CONFIG=/design/flow/config.mk WORK_HOME=/design/flow/orfs finish
```
`design/flow/constraint.sdc`:
```
current_design dataRAM

set clk_period 223.8
set clk_io_pct 0.2

create_clock -name clk0 -period $clk_period [get_ports {clk}]

set non_clock_inputs [all_inputs -no_clocks]
set_input_delay [expr $clk_period * $clk_io_pct] -clock clk0 $non_clock_inputs
set_output_delay [expr $clk_period * $clk_io_pct] -clock clk0 [all_outputs]
```
==> flow_summary.yaml <==
# implementation run metrics
yosys:
  yosysWarnings: 1
  ff_type: "edfxtp_1"
  yosysUniqueCellTypes: 74
  synth-edff-count: 8192
  syn_area_mm2: 0.3159
  ys_seq_share: 0.7792
  ys_area_mm2: 0.3159
  area_leaders: "edfxtp_1, mux4_2, mux2i_1, o221ai_1, nor2_1"
  top_cell: "edfxtp_1"
  ys_ff: 8201
  ys_cells: 14570
  yosysTopAreaCell: "edfxtp_1"
  syn_avg_cell_area_um2: 21.68
  synth_top_area_share: 0.7787
  postSynthCellCount: 14570
  common_cells: "edfxtp_1, mux4_2, mux2i_1, nor2_1, clkbuf_1"
  async_reset_ff_frac: 0
place:
  pre_cts_slack_ns: 170.70
  gp_congestion: 0.9034
  placed_cell_area_mm2: 0.3381
  dp.final_hpwl_um: 560000
  io_buffers: 82
final_timing:
  tightest_slew_ns: 1.423
  maxSlewHeadroom: 0.04706
  grt_setup_unrepaired: "false"
  finalHoldViolCount: 0
  final-setup-viol-count: 0
  slew_viol_final: 0
  layout_min_cycle_time_ns: 54.26
  setup_slack_ns: 169.54
  tns_ns: 0
  fin_crit_sh: 0.2424
  whs_ns: 43.97
  max_freq_mhz: 18.43
flow_run:
  warnings: 26
  drv_cap: 0
clock_network:
  clock_sinks: 8201
  holdBufCountCts: 0
  clkSlewWorstSetupHoldPaths_ns: 0.06
  post_cts.repair.setup_buffers: 0
  cts_resized: 0
  numCtsBuffers: 795
  clockRootBuffer: "clkbuf_16"
  clockBufferDepth: 4
  h-tree-depth: 6
  cts_tree: "done"
critical_path:
  cp.arrival_ns: 9.50
  crit_family: "buffers and inverters"
  cp_num_buf_inv: 9
  critPathLaunchType: "flip-flop"
  cp_slowest_stage_delay_ns: 0.82
  crit_fanout: 41
  cp_slowest_cell: "o21ai_1"
  required_ns: 179.04
  path_common_cell: "buf_4"
  criticalPathCategory: "flip-flop to primary output"
  crit_chain: "buf_4 > buf_4 > buf_4 > buf_4 > buf_4 > buf_4 > buf_4 > mux4_2 > o22ai_1 > a32oi_1 > nor4b_1 > and3_1 > a21oi_1 > o21ai_1 > buf_4 > clkdlybuf4s50_1"
  end_kind: "primary output"
global_route:
  grt_pass1_vias: 169600
  groute.usage.overall: 0.1895
  grt-ovfl-total: 0
  grt_first_pass_wirelength_um: 1313000
  antenna_found_initial: 78
  grt_max_degree: 97
detailed_routing:
  via_count: 156600
  first_iter_violations: 11220
  avgViaCountPerCell: 5.161
  antenna_left: 0
  dr.pass1.iters: 5
  drc: 0
  drt-wirelength-per-cell_um: 31.14
  wl_um: 944700
floorplanning:
  ios: 83
  core_mm2: 1.049
  initCoreUtil: 0.3011
  die.size.y_um: 1028
  dieWidth_um: 1028
  die-area_mm2: 1.057
  core.rowCount: 376
power:
  p_leak_uw: 0.1122
  vdd_drop_max_uv: 9.542
  power_density_mw_per_mm2: 8.688
final_layout:
  final_area_mm2: 0.3639
  largest_register_ffs: 8192
  synthToLayoutAreaGrowth_pct: 15.18
  fillers: 95550
  drive_gt1_frac: 0.2455
  finish.utilization: 0.3468
worst_hold_path:
  hold_class: "primary input to flip-flop"
status:
  outcome: "finished, final reports clean"
-- layout by cell type (no fill, tap or decap), drive strengths merged, types with 230 or more instances in the layout --
cell / count
edfxtp: 8192
clkbuf: 981
o221ai: 243
mux4: 1583
o22ai: 270
clkinv: 376
nor3: 230
diode: 233
buf: 935
nor2: 487
mux2i: 1133
-- where the power goes --
part,switching [µW],internal (µW),leakage (µW)
clock network,579,723,0.0122
logic,113,51.8,0.0262
registers,1.26,1690,0.0737
total,694,2470,0.112
-- metal layers --
| metal | share of wire | GRT usage |
|---|---|---|
| met1 | 0.29 | 0.1817 |
| met2 | 0.44 | 0.2680 |
| met3 | 0.22 | 0.1889 |
| met4 | 0.045 | 0.06925 |
| met5 | 0.0040 | 0.03669 |
-- kinds of logic (layout without fill, tap and decap cells) --
| logic type | count (synthesis) | in the layout | share of synthesized area |
|---|---|---|---|
| muxes | 2741 | 2741 | 0.1500 |
| buffers and inverters | 883 | 2436 | 0.01839 |
| AOI/OAI and AO/OA | 1477 | 1477 | 0.03349 |
| and+or+nand+nor | 1267 | 1267 | 0.01891 |
| other | 0 | 233 | 0 |
| DFF | 8201 | 8201 | 0.7792 |
-- metrics by stage --
step	power [µW]	cells
2_1_floorplan	1807	14570
3_3_place_gp	1889	28660
3_5_place_dp	1890	28660
4_1_cts	3178	30110
5_1_grt	3245	30290
6_report	3161	30340
-- worst paths after layout --
| kind | start | endpoint | slack, ns | depth (start not counted) |
|---|---|---|---|---|
| worst max-delay path | flip-flop | dout[14] | 169.54 | 16 |
| worst min-delay path | din[13] | ram[98][13]$_DFFE_PP_ | 43.97 | 1 |
-- area by class of cell --
cell class / instances / area (µm²) / share of cell area
flip-flops and latches: 8201 / 246200 / 0.6766
multi-input cells: 5485 / 66390 / 0.1825
clock buffers: 981 / 20720 / 0.05695
well taps: 13990 / 17500 / 0.04809
repair buffers: 985 / 8016 / 0.02203
clock inverters: 466 / 4425 / 0.01216
diodes: 233 / 583.1 / 0.001602
inverters: 4 / 27.53 / 0.00007565
Power and IR drop assume default switching activity.
